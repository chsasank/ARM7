==> design/flow/run.sh <==
#!/bin/bash
# OpenROAD 26Q1-2900-gdf79404cd8, Yosys 0.63+post, stock flow scripts
make -C /OpenROAD-flow-scripts/flow DESIGN_CONFIG=/design/flow/config.mk WORK_HOME=/design/flow/orfs finish
==> design/flow/config.mk <==
export PLATFORM = sky130hd
export DESIGN_NAME = instr_cache
export DESIGN_NICKNAME = instr_cache
export VERILOG_FILES = /design/flow/design.v
export SDC_FILE = /design/flow/constraint.sdc
export NUM_CORES = 4
export LEC_CHECK = 1
export CORE_AREA = 10 10 89 89
export DIE_AREA = 0 0 99 99
export SYNTH_MEMORY_MAX_BITS = 65536
==> design/flow/constraint.sdc <==
current_design instr_cache

set clk_period 1.1
set clk_io_pct 0.2

create_clock -name clk0 -period $clk_period [get_ports {clk}]

set non_clock_inputs [all_inputs -no_clocks]
set_input_delay [expr $clk_period * $clk_io_pct] -clock clk0 $non_clock_inputs
set_output_delay [expr $clk_period * $clk_io_pct] -clock clk0 [all_outputs]
==> design/flow/design.v <==
module instr_cache(PC,instr,read_enable,clk);
parameter instr_size = 32;
parameter N = 32;
parameter addr_size = 8;	 
reg [instr_size-1:0] M [256-1:0];	 
input read_enable;
input [N-1:0]PC;
input clk;
output reg [instr_size-1:0] instr;
initial begin
M[0]= 32'he3a0000a;	
M[1]= 32'he3a00000;  
M[2]= 32'he3a01001;	 
M[3] =32'he0913002;	 
M[4]= 32'he1a01002;	 
M[5]= 32'he1a02003;	 
M[6]= 32'h3afffffb;	 
M[7]= 32'he3a07001;	 
M[8]= 32'he3a07002;  
M[9]= 32'he3a07002;  
M[10]= 32'he3a07003;  
M[11]= 32'he3a07004;  
M[12]= 32'he3a07005;  
M[13]= 32'he3a07006;  
M[14]= 32'he3a07007;  
M[15]= 32'he3a07008;  
M[16]= 32'he3a07009;  
M[17]= 32'he3a07001;  
end
always @ (negedge clk)	
begin
	if(read_enable==1) begin
		instr= M[PC[addr_size+1:2]];
	end
end
endmodule
==> results.tsv <==
metric	value	unit
syn_to_final_growth	97.3	%
grt_max_degree	9	
place_hpwl	1690	microns
p_sw_share	29.5	%
cts-root-buf	clkbuf_8	
cp_common_cell	buf_6	
grt_pass1_wl	3960	microns
peakVddDrop	0.372	mV
finalMaxSlewViolations	0	
ys_warn_count	1	
groute.usage.overall	4.83	%
path_buffers	3	
dp.cells	190	
power.static_leakage	0.773	nW
status	complete, but fails checks	
synthesis.area	871	sq um
internal_power	1.17	mW
max_stage_delay	0.42	ns
vias	785	
htreeDepth	1	
ios	66	
critPathTopFamily	flip-flops	
hold_violations	0	
port_buffers	35	
warnings	74	
powerDensity	968	nW/um^2
seqPwrFrac	36.2	%
ant_nets	0	
ys_cells	82	
worst-endpoint-required	0.88	ns
dr.pass1.iters	4	
numCtsBuffers	3	
ys_seq_share	44.8	%
fin_util	28.7	%
worstPathArrival	1.65	ns
rows	28	
setup_ws	-0.775	ns
syn_avg_cell_area	10.6	sq um
worstSetupEndpointType	primary output	
coreArea	5990	sq um
violations	setup timing	
ys_ff	13	
ys_types	22	
post-route-drc-count	0	
routedWlPerCell	11.9	microns
ys_area	871	sq um
layout-drive-gt1-share	68.5	%
critPathLaunchType	register	
place_area	1360	sq um
slowest_stage	edfxtp_1	
path_cells	buf_6 > buf_6 > buf_2	
grt_pass1_vias	781	
worstHoldStart	read_enable	
criticalPathCategory	register to primary output	
path_max_fanout	6	
drt-total-wl	2600	microns
cts.sink_count	13	
grt_overflow	0	
setup_violations	42	
core_util_floorplan	14.5	%
drtIter0Drc	12	
cts_tree	done	
hold_path_class	input port to register	
p_switching	0.491	mW
instances_no_fill	218	
rsz0062_at_grt	true	
design_area	1720	sq um
p_comb_share	26.7	%
die-area	9800	sq um
largest_reg_flops	13	
die_h	99	microns
synth_cells	82	
via_per_inst	3.60	
whs_path_depth	2	
clkPwrFrac	37.1	%
drv_cap	0	
clk_pin_slew	0.04	ns
pre_cts_ws	-1.29	ns
hold_path_end	instr[25]	
antenna_cells	0	
gp_congestion	0.801	
grt_antenna_before_repair	0	
dieWidth	99	microns
clockBufferDepth	2	
layout by cell type (no fill, tap or decap):
cell       instances
a21oi_1            1
clkbuf_8           3
o21ai_1            2
ha_4               6
buf_12             3
conb_1             3
buf_16             1
a2111oi_4          1
nor2_1             1
buf_6             24
nor2b_4            1
inv_8              1
buf_2             23
inv_1             15
mux2i_1            2
a21oi_2            2
edfxtp_1          13
o21ai_2            2
a221oi_2           1
mux2_4             1
nand2_1            4
and3_4             1
inv_12             1
ha_1               1
nand2_2            3
nor3_1             1
a211o_2            1
nor2b_1            1
buf_8              6
and2_4             2
nor2_4             4
buf_4              9
o211a_1            1
nor3_2             2
power groups by stage:
stage	clock [mW]	combinational, mW	sequential [mW]
final	0.617	0.444	0.602
after global routing	0.712	0.482	0.606
after CTS	0.600	0.408	0.605
synth_stat cells, drive strengths merged:
master,count,share of area (%)
ha,7,10
nor3,3,1.7
and3,1,0.72
and2,2,1.4
buf,22,19
nor2b,2,1.4
a221oi,1,1.7
a211o,1,1.1
nor2,5,2.2
nand2,7,3.0
a21oi,3,1.7
edfxtp,13,45
conb,2,0.86
mux2i,2,2.3
mux2,1,1.7
o211a,1,1.1
inv,4,1.7
o21ai,4,2.3
a2111oi,1,1.1
how the worst max path moves through the flow:
stage / depth (start not counted) / to / slack [ns] / startpoint
after CTS: 3 / instr[22] / -0.78 / instr[28]
after global routing: 3 / instr[4] / -0.83 / instr[28]
final: 3 / instr[4] / -0.77 / instr[28]
kinds of logic after synthesis:
logic type | count (synthesis) | synth area share, %
buf+inv | 26 | 20.5
mux | 3 | 4.02
flops | 13 | 44.8
other cells | 2 | 0.862
compound gates | 11 | 9.19
simple gates | 20 | 10.5
fa+ha+maj | 7 | 10.1
timing repair:
action                     in CTS  in global routing
pin swaps                      13                 14
setup buffers                   5                  7
setup endpoints to repair      55                 42
cloned                          2                  0
hold buffers                    0                  0
gates resized                 174                 22
cell type report:
| cell class | count | area (sq um) |
|---|---|---|
| Clock buffer | 3 | 41.3 |
| Clock inverter | 14 | 52.6 |
| Fill cell | 591 | 4270 |
| Inverter | 3 | 31.3 |
| Multi-Input combinational cell | 44 | 478 |
| Sequential cell | 13 | 390 |
| Tap cell | 75 | 93.8 |
| Timing Repair Buffer | 66 | 631 |
through the flow:
stage / TNS (ns) / power, mW / hold slack (ns)
floorplan: -10.84 / 0.826 / 0.882
global placement: -39.15 / 1.03 / 1.54
detailed placement: -39.31 / 1.03 / 1.54
CTS: -22.40 / 1.61 / 0.829
global route: -23.13 / 1.80 / 0.788
finish: -21.47 / 1.66 / 0.814
layer usage:
| layer | routed length (microns) | vias up | global-route usage [%] | share of wire [%] |
|---|---|---|---|---|
| li1 | - | 377 | - | - |
| met1 | 1210 | 365 | 6.11 | 47 |
| met2 | 1090 | 37 | 7.01 | 42 |
| met3 | 228 | 6 | 2.40 | 8.8 |
| met4 | 70 | 0 | 1.65 | 2.7 |
| met5 | 0 | - | 0 | 0 |
Power figures rest on the tool's default switching activity, not on a simulated workload.

===== flow/config.mk =====
export PLATFORM = sky130hd
export DESIGN_NAME = register_file
export DESIGN_NICKNAME = register_file
export VERILOG_FILES = /design/flow/design.v
export SDC_FILE = /design/flow/constraint.sdc
export NUM_CORES = 4
export LEC_CHECK = 1
export CORE_UTILIZATION = 40

===== flow/constraint.sdc =====
current_design register_file

set clk_period 9.2
set clk_io_pct 0.2

create_clock -name clk0 -period $clk_period [get_ports {clk}]

set non_clock_inputs [all_inputs -no_clocks]
set_input_delay [expr $clk_period * $clk_io_pct] -clock clk0 $non_clock_inputs
set_output_delay [expr $clk_period * $clk_io_pct] -clock clk0 [all_outputs]

===== flow/design.v =====
module register_file(in_address1,in_address2,in_address3,in_address4, 
						out_data1,out_data2,out_data3,out_data4, 
						write_address,write_data,write_enable,
						write_address2, write_data2, write_enable2,
						pc, pc_update, pc_write, 
						cspr, cspr_write, cspr_update, clk );
parameter N = 32;			  
reg [N-1:0] R [15:0];	 
input [3:0]in_address1;
input [3:0]in_address2;
input [3:0]in_address3;
input [3:0]in_address4;
output reg [N-1:0]out_data1;
output reg [N-1:0]out_data2;
output reg [N-1:0]out_data3;
output reg [N-1:0]out_data4;
input [3:0]write_address;
input[N-1:0] write_data;
input [3:0]write_address2;
input[N-1:0] write_data2;
input clk;
input write_enable;
input write_enable2;
output reg [N-1:0]pc;
input pc_write;
input[N-1:0] pc_update;
output reg [N-1:0]cspr;
input wire cspr_write;
input[N-1:0] cspr_update;
initial begin
	cspr = 0;
	R[0] = 0;
	R[1] = 0;
	R[2] = 0;
	R[3] = 0;
	R[4] = 0;
	R[5] = 0;
	R[6] = 0;
	R[7] = 0;
	R[8] = 0;
	R[9] = 0;
	R[10] = 0;
	R[11] = 0;
	R[12] = 0;
	R[13] = 0;
	R[14] = 0;
	R[15] = 0;	 
end
always@(*) begin
	pc = R[2^3];
end
always@(negedge clk) begin
	out_data1=R[in_address1];
	out_data2=R[in_address2];
	out_data3=R[in_address3];
	out_data4=R[in_address4];
	if(pc_write == 1) R[15] = pc_update;
	if(cspr_write == 1) cspr = cspr_update;
	if (write_enable==1) R[write_address]=write_data;
	if (write_enable2==1) R[write_address2]=write_data2;
end
endmodule

===== flow/run.sh =====
#!/bin/bash
# OpenROAD 26Q1-2900-gdf79404cd8, Yosys 0.63+post, stock flow scripts
make -C /OpenROAD-flow-scripts/flow DESIGN_CONFIG=/design/flow/config.mk WORK_HOME=/design/flow/orfs finish

==> Slide: Implementation Results <==
Implementation Results

Setup path
  • Worst path required time: 7.36 ns
  • CP startpoint kind: flip-flop
  • Critical-path cell list: clkdlybuf4s50_1
  • WP data arrival: 6.43 ns
  • Crit-path max FO: 5
  • Crit-path slowest cell: clkdlybuf4s50_1
  • Worst path top cell family by delay: buffers and inverters
  • CP endpoint kind: primary output
  • WP buf/inv: 1
  • Max stage delay on crit path: 0.68 ns
  • Crit Path Class: flip-flop to primary output

Final timing
  • Fin. max-slew vios: 0
  • Worst-margin pin slew: 0.878 ns
  • Max transition margin: 0.413
  • Hold Fails Final Rpt: 0
  • Unrepaired setup endpoints after global routing: no
  • Final setup TNS: 0 ns
  • Clock Skew: 0.0311 ns
  • Endpoints failing setup: 0

Clocking
  • Clk latency late pin: 0.69 ns
  • Post-CTS resize count: 0
  • Post-CTS Setup Repair Bufs: 0
  • Clk slew on worst S/H paths: 0.05 ns
  • H-tree depth: 3
  • Clock root buffer: clkbuf_16
  • Clk buf depth: 3
  • CTS Hold Bufs: 0
  • Inserted Clock Buffers: 84
  • Sink Count: 672
  • CTS tree: done

Placement
  • DPL Wire Length: 95,000 um
  • IO buf count: 348
  • DP Cell Count: 4,094
  • Gpl congestion: 0.929

Detailed routing
  • Initial DRT Pass Iterations: 8
  • DRC: 0
  • First DRT Iteration DRCs: 2,433
  • DR WL/cell: 31.4 um
  • Vias/cell: 6.29
  • Via Count: 30,900
  • Final wirelength: 154,000 um
  • Antenna Nets Post-Route: 0

Yosys
  • Register share after synthesis: 0.461
  • Instance count of the mapped netlist: 2,557
  • Chip Area, Yosys: 41,000 um^2
  • # Cells Yosys: 2,557
  • Post-synthesis cell type count: 32
  • Most used flip-flop cell: edfxtp_1
  • Cell area after synthesis: 41,000 um^2
  • Top cells, area: edfxtp_1 40%, mux4_2 28%, mux2_2 11%
  • Registers, synthesis: 672
  • Top cells by count, synth: 544 x edfxtp_1, 512 x mux4_2, 412 x mux2_2, 256 x a22oi_1, 194 x clkbuf_1
  • Async set-reset flop share out of synthesis: 0
  • Yosys top cell by instances: edfxtp_1
  • Synth warn: 1
  • Synth top area share: 0.399
  • Number of enable flip-flop cells: 544
  • Synth area leader: edfxtp_1
  • Mean Syn Cell Area: 16.0 um^2

Pwr
  • Leakage: 0.0201 uW
  • VDD IR max: 0.000152 V
  • Total power: 9780 uW
  • Pwr Density: 187 nW/um^2

Floorplanning
  • Cell row count: 117
  • Floorplan Utilization: 0.403
  • Num ports: 349
  • Die ar.: 104,000 um^2
  • Total core area: 102,000 um^2
  • Die W: 322 um
  • Die y size: 322 um

Final layout
  • Final non-filler cell total: 4,917
  • Area growth from synthesis to layout: 27.7%
  • Share of layout cells above drive strength 1: 0.371
  • MI comb area: 21,000 um^2
  • End-of-flow core utilization: 0.515
  • Layout fillers: 8,039
  • Reg area: 18,900 um^2

Global routing
  • Gr usage total: 0.324
  • GRT overflow: 0
  • Largest net degree at the start of global routing: 85
  • Global-route wire length before repair: 221,000 um
  • Initial antenna violation count: 5
  • Vias in the first global route: 34,400

Run
  • Tool warnings: 698
  • Max-cap viol count: 0

Min path
  • Hold WC Path Type: flip-flop to flip-flop

Run status
  • Outcome: finished, final reports clean
## area by class of cell
type,count,area share
multi-input combinational,1571,0.402
clock buffer,87,0.0416
sequential,672,0.361
clock inverter,735,0.0629
antenna,2,0.0000957
timing repair buffer,482,0.0989
tap,1368,0.0327
## cells in the final DEF (no fill, tap or decap), drive strengths merged
master,count
inv,698
edfxtp,544
mux4,512
mux2,480
clkdlybuf4s50,340
a22oi,256
buf,138
nand2,132
dfxtp,128
clkbuf,91
o21ai,38
nand3,34
nor3,32
a31oi,32
bufinv,17
clkinvlp,15
nor2,13
nor2b,9
o22ai,8
nand2b,7
clkinv,5
and2,5
nand3b,5
diode,2
or2,2
or3,2
and3,1
nor3b,1
or3b,1
o21bai,1
## per-stage QoR
stage	setup WS, ns	cell area [um^2]	hold slack, ns
floorplan	-0.500	41000	0.691
global placement	0.349	46800	0.726
detailed placement	0.339	46800	0.730
CTS	0.950	52300	0.716
global route	0.871	52300	0.765
finish	0.934	52300	0.724
## path summary, 6_finish.rpt
| check | slack (ns) | endpoint | from | cells after the start |
|---|---|---|---|---|
| min | 0.72 | out_data2[2] | R[14][2] | 3 |
| min reg2reg | 0.72 | out_data2[2] | R[14][2] | 3 |
| max | 0.93 | pc[31] | R[1][31] | 1 |
| max reg2reg | 7.44 | out_data3[11] | R[1][11] | 3 |
## layer usage
| layer | global-route usage | up-vias | part of all wire |
|---|---|---|---|
| met3 | 0.262 | 492 | 0.18 |
| li1 | - | 12700 | - |
| met2 | 0.455 | 2628 | 0.46 |
| met5 | 0.0303 | - | 0.0018 |
| met1 | 0.352 | 15100 | 0.31 |
| met4 | 0.151 | 15 | 0.046 |
## power by group
part	switching (uW)	internal, uW
Sequential	118	3520
Clock	2150	2580
Combinational	661	741
Total	2930	6840
## cells by family (layout without fill, tap and decap cells)
logic type             Yosys count  count (layout)  synth area share
AOI/OAI and AO/OA              335             335            0.0579
buffers and inverters          314            1304            0.0343
DFF                            672             672             0.461
muxes                          992             992             0.419
other                            0               2                 0
and+or+nand+nor                244             244            0.0275
## flip-flops by register name (all words and copies together) (netlist names)
signal / count
R: 512
cspr: 32
out_data1: 32
out_data2: 32
out_data3: 32
out_data4: 32
Power is estimated from default activity; no workload was simulated.
